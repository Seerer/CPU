===== /design/flow/config.mk =====
export PLATFORM = sky130hd
export DESIGN_NAME = EX
export DESIGN_NICKNAME = EX
export VERILOG_FILES = /design/flow/design.v
export SDC_FILE = /design/flow/constraint.sdc
export NUM_CORES = 4
export LEC_CHECK = 1
export CORE_AREA = 10 10 227 227
export DIE_AREA = 0 0 237 237

===== /design/flow/constraint.sdc =====
current_design EX

set clk_period 28.5
set clk_io_pct 0.2

create_clock -name clk0 -period $clk_period

set non_clock_inputs [all_inputs -no_clocks]
set_input_delay [expr $clk_period * $clk_io_pct] -clock clk0 $non_clock_inputs
set_output_delay [expr $clk_period * $clk_io_pct] -clock clk0 [all_outputs]

===== /design/flow/design.v =====
module ALU (A, B, ALUCode, ALUResult);
	input [31:0] A, B;
	input [3:0] ALUCode;
	output [31:0] ALUResult;
   parameter	 alu_add=  4'b0000;
   parameter	 alu_sub=  4'b0001;
   parameter	 alu_lui=  4'b0010;
   parameter	 alu_and=  4'b0011;
   parameter	 alu_xor=  4'b0100;
   parameter	 alu_or =  4'b0101;
   parameter 	 alu_sll=  4'b0110;
   parameter	 alu_srl=  4'b0111;
   parameter	 alu_sra=  4'b1000;
   parameter	 alu_slt=  4'b1001;
   parameter	 alu_sltu= 4'b1010; 	
	wire [31:0] Binvert;
	wire [31:0] sum;
	wire [31:0] input_B;
	wire slt, sltu;
	wire [31:0] d2, d3, d4, d5, d6, d7, d8;
	reg signed[31:0] A_reg;
	reg [3:0] sel;
	always@(*) begin
		case(ALUCode)
			alu_add:sel=0;
			alu_sub:sel=0;
			alu_lui:sel=1;
			alu_and:sel=2;
			alu_xor:sel=3;
			alu_or:sel=4;
			alu_sll:sel=5;
			alu_srl:sel=6;
			alu_sra:sel=7;
			alu_slt:sel=8;
			alu_sltu:sel=9; 	
			default:sel=0;
      endcase
	end
	assign Binvert = {32{~(ALUCode == 0)}};
	assign input_B = B^Binvert;
	adder_32bits adder2(.a(A), .b(input_B), .ci(Binvert[0]), .co(), .s(sum));
	assign d2 = B;
	assign d3 = A & B;
	assign d4 = A ^ B;
	assign d5 = A | B;
	assign d6 = A << B;
	assign d7 = A >> B;
	always @(*) begin 
		A_reg = A; 
		A_reg = A_reg >>> B;
	end
	assign d8 = A_reg;
	assign slt = A[31] && (~B[31]) || (A[31]~^B[31]) && sum[31];
	assign sltu = (~A[31]) && B[31] || (A[31]~^B[31]) && sum[31];
	mux10_1 mux1(sum, d2, d3, d4, d5, d6, d7, d8, slt, sltu, sel, ALUResult);
endmodule 
`timescale 1ns / 1ps
module EX(ALUCode_ex, ALUSrcA_ex, ALUSrcB_ex,Imm_ex, rs1Addr_ex, rs2Addr_ex, rs1Data_ex, 
          rs2Data_ex, PC_ex, RegWriteData_wb, ALUResult_mem,rdAddr_mem, rdAddr_wb, 
		  RegWrite_mem, RegWrite_wb, ALUResult_ex, MemWriteData_ex, ALU_A, ALU_B);
    input [3:0] ALUCode_ex;
    input ALUSrcA_ex;
    input [1:0]ALUSrcB_ex;
    input [31:0] Imm_ex;
    input [4:0]  rs1Addr_ex;
    input [4:0]  rs2Addr_ex;
    input [31:0] rs1Data_ex;
    input [31:0] rs2Data_ex;
	input [31:0] PC_ex;
    input [31:0] RegWriteData_wb;
    input [31:0] ALUResult_mem;
	input [4:0]rdAddr_mem;
    input [4:0] rdAddr_wb;
    input RegWrite_mem;
    input RegWrite_wb;
    output [31:0] ALUResult_ex;
    output [31:0] MemWriteData_ex;
    output [31:0] ALU_A;
    output [31:0] ALU_B;
    wire [1:0] ForwardA, ForwardB;
    wire [31:0] tempA, tempB;
    assign ForwardA[0] = RegWrite_wb && (rdAddr_wb != 0) && (rdAddr_mem != rs1Addr_ex) && (rdAddr_wb == rs1Addr_ex);
    assign ForwardA[1] = RegWrite_mem && (rdAddr_mem != 0) && (rdAddr_mem == rs1Addr_ex);
    assign ForwardB[0] = RegWrite_wb && (rdAddr_wb != 0) && (rdAddr_mem != rs2Addr_ex) && (rdAddr_wb == rs2Addr_ex);
    assign ForwardB[1] = RegWrite_mem && (rdAddr_mem != 0) && (rdAddr_mem == rs2Addr_ex);
    assign tempA = (ForwardA == 2'b00)? rs1Data_ex : ((ForwardA == 2'b01) ? RegWriteData_wb : ALUResult_mem);
    assign tempB = (ForwardB == 2'b00)? rs2Data_ex : ((ForwardB == 2'b01) ? RegWriteData_wb : ALUResult_mem);
    assign MemWriteData_ex = tempB;
    assign ALU_A = ALUSrcA_ex ? PC_ex : tempA;
    assign ALU_B = (ALUSrcB_ex == 2'b00)? tempB : ((ALUSrcB_ex == 2'b01) ? Imm_ex : 4);
    ALU a1 (.A(ALU_A), .B(ALU_B), .ALUCode(ALUCode_ex), .ALUResult(ALUResult_ex));
endmodule
module adder_32bits(a, b, ci, co, s);
	input [31:0]a, b;
	input ci;
	output co;
	output [31:0]s;
	wire cout1, cout2, cout3, cout4, cout5, cout6, cout7;
	adder_4bits addr1(a[3:0], b[3:0], ci, cout1, s[3:0]);
	adder_unit u1(a[7:4], b[7:4], cout1, cout2, s[7:4]);
	adder_unit u2(a[11:8], b[11:8], cout2, cout3, s[11:8]);
	adder_unit u3(a[15:12], b[15:12], cout3, cout4, s[15:12]);
	adder_unit u4(a[19:16], b[19:16], cout4, cout5, s[19:16]);
	adder_unit u5(a[23:20], b[23:20], cout5, cout6, s[23:20]);
	adder_unit u6(a[27:24], b[27:24], cout6, cout7, s[27:24]);
	adder_unit u7(a[31:28], b[31:28], cout7, co, s[31:28]);
endmodule
module adder_4bits (a, b, ci, co, s);
	input [3:0]a, b;
	input ci;
	output co;
	output [3:0]s;
	wire [3:0]c, G, P;
	assign G = a & b;
	assign P = a | b;
	assign c[0] = G[0] | P[0]*ci;
	assign c[1] = G[1] | P[1]*G[0] | P[1]*P[0]*ci;
	assign c[2] = G[2] | P[2]*G[1] | P[2]*P[1]*G[0] | P[2]*P[1]*P[0]*ci;
	assign c[3] = G[3] | P[3]*G[2] | P[3]*P[2]*G[1] | P[3]*P[2]*P[1]*G[0] | P[3]*P[2]*P[1]*P[0]*ci;
	assign s[0] = a[0] + b[0] + ci;
	assign s[1] = a[1] + b[1] +c[0];
	assign s[2] = a[2] + b[2] +c[1];
	assign s[3] = a[3] + b[3] +c[2];
	assign co = c[3];
endmodule
module adder_unit (a, b, ci, co, s);
	input [3:0]a, b;
	input ci;
	output [3:0]s;
	output co;
	wire co1, co2;
	wire [3:0]s1, s2;
	adder_4bits inst1(.a(a), .b(b), .ci(1'b0), .co(co1), .s(s1));
	adder_4bits inst2(.a(a), .b(b), .ci(1'b1), .co(co2), .s(s2));
	mux2_1 mux1(.sel(ci), .in1(s1), .in2(s2), .co(s));
	assign co = ci&co2|co1;
endmodule
module mux10_1 (a, b, c, d, e, f, g, h, i, j, sel, out);
	input [31:0] a, b, c, d, e, f, g, h;
	input i, j;
	input [3:0] sel;
	output reg [31:0] out;
	always @(*) begin
		case(sel)
			4'b0000: out = a;
			4'b0001: out = b;
			4'b0010: out = c;
			4'b0011: out = d;
			4'b0100: out = e;
			4'b0101: out = f;
			4'b0110: out = g;
			4'b0111: out = h;
			4'b1000: out = i;
			4'b1001: out = j;
			default: out = 0;
		endcase 
	end
endmodule
module mux2_1 (sel, in1, in2, co);
	parameter in_width = 3;
	parameter out_width = 3;
	input sel;
	input [in_width:0] in1, in2;
	output [out_width:0] co;
	assign co = sel?in2:in1;
endmodule

===== /design/flow/run.sh =====
#!/bin/bash
# OpenROAD 26Q1-2900-gdf79404cd8, Yosys 0.63+post, stock flow scripts
make -C /OpenROAD-flow-scripts/flow DESIGN_CONFIG=/design/flow/config.mk WORK_HOME=/design/flow/orfs finish

==> impl_metrics.csv <==
group,metric,value,unit
status,status,"finished, final reports clean",
route,viasPerCell,6.138,
route,wirelength,92730,um
hold_path,holdCritPathClass,"in2out",
route,num_vias,16540,
placed_design,portBuffers,349,
final_timing,finalCritPeriodShare,65.92,%
final_timing,clock.fmax,53.23,MHz
global_route,grt_pass1_vias,15530,
worst_setup_path,path_cells,"clkdlybuf4s50_1 -> or4_1 -> nor2_2 -> a211o_1 -> o21ai_0 -> o221ai_1 -> nor2_1 -> a21oi_1 -> nor2_1 -> xnor2_1 -> ha_1 -> a21oi_1 -> o21bai_1 -> a2111oi_0 -> nand3_1 -> a31oi_1 -> o21ai_0 -> nand2b_1 -> a21o_1 -> nor3_1 -> o21ai_0 -> xnor2_1 -> o311ai_0 -> clkdlybuf4s50_1",
job,maxCapViolations,0,
worst_setup_path,critPathMaxStageDelay,0.78,ns
placed_design,gp_congestion,1.082,
worst_setup_path,path_buffers,2,
synthesis,yosysUniqueCellTypes,85,
synthesis,yosysMostFrequentCell,"nor2_1",
route,drc,0,
synthesis,synth_area,0.01199,sq mm
floorplan,ios,349,
finish,syn_to_final_growth,36.89,%
synthesis,syn-instance-count,1778,
finish,clockBufferCount,0,
finish,seq_area,0,sq um
route,dr.first_iter.drc_count,2089,
global_route,grt_usage,31.53,%
final_timing,rsz0062_at_grt,"false",
final_timing,setup_viol,0,
global_route,antenna_found_initial,18,
pwr,pwr_density_cell,25.75,mW/mm^2
synthesis,top_area_cell,"ha_1",
job,tool_warnings,102,
worst_setup_path,crit_end,"ALUResult_ex[0]",
worst_setup_path,critPathRequiredTime,22.80,ns
synthesis,postSynthSeqShare,0,%
floorplan,initial_utilization,25.75,%
floorplan,core,0.04656,sq mm
worst_setup_path,start_kind,"input port",
finish,drive_above_1_share,7.418,%
synthesis,ys_warn_count,2,
route,wl_per_cell,34.41,um
pwr,p_leak,0.006857,uW
pwr,p_total,422.6,uW
worst_setup_path,crit_family,"AND-OR/OR-AND gates",
final_timing,timing.final.max_slew_violations,0,
synthesis,topCellsByArea,"ha_1, mux2i_1, nor2_1",
worst_setup_path,criticalPathCategory,"in2out",
worst_setup_path,critPathSlowestCell,"a2111oi_0",
floorplan,die_x,237,um
worst_setup_path,critPathArrivalTime,13.09,ns
global_route,grt_overflow,0,
synthesis,syn_avg_cell_area,6.742,sq um
route,ant_nets,0,
synthesis,top_area_share,13.57,%
synthesis,ys_top_cells_by_count,"nor2_1, mux2i_1, ha_1",
synthesis,ys_area,0.01199,sq mm
worst_setup_path,critPathCaptureType,"output port",
worst_setup_path,critPathMaxFanout,20,
global_route,grt_max_degree,54,
final_timing,fin_tns_setup,0,ns
final_timing,hold_slack,12.41,ns
route,firstDrtPassIters,6,
floorplan,die_y,237,um
global_route,grt_pass1_wl,126800,um
finish,seq_cells,0,
final_timing,maxSlewHeadroom,33.38,%
final_timing,tightest_slew,0.9916,ns
final_timing,hold_violations,0,
clocking,cts_hold_buf,0,
final_timing,period_needed,18.79,ns
placed_design,hpwl,75280,um
worst_setup_path,cp.depth,24,
clocking,cts_resized,0,
floorplan,chip_area,0.05617,sq mm
pwr,vdd_drop_max,0.00001557,V
synthesis,yosys_cells,1778,
worst_setup_path,crit_top_cell,"o21ai_0",
floorplan,rows,79,
clocking,postCtsSetupRepairBufs,0,
worst_setup_path,worstSetupStartpoint,"rdAddr_wb[1]",
[logic make-up (layout without fill, tap and decap cells)]
family / count (synthesis) / count (layout) / synth area share [%]
xor gates and xnor gates: 76 / 76 / 5.553
AOI/OAI and AO/OA: 633 / 633 / 37.55
muxes: 180 / 180 / 15.26
buffers and inverters: 278 / 576 / 9.331
adders and majority gates: 130 / 130 / 13.57
other: 0 / 12 / 0
and+or+nand+nor: 481 / 481 / 18.74
[stage by stage]
step	setup WS, ns	util [%]	instances	cell area (sq um)
5_1_grt	9.187	35.25	2695	16410
2_1_floorplan	12.33	-	1778	11990
3_3_place_gp	10.00	35.18	2683	16380
3_5_place_dp	9.987	35.18	2683	16380
4_1_cts	9.951	35.18	2683	16380
6_report	9.714	35.25	2695	16410
[worst min path at each step]
| stage | startpoint | endpoint | depth (start not counted) |
|---|---|---|---|
| final | rs2Data_ex[17] | MemWriteData_ex[17] | 4 |
| after global routing | rs2Data_ex[5] | MemWriteData_ex[5] | 4 |
| after CTS | rs2Data_ex[17] | MemWriteData_ex[17] | 4 |
[final cells by class]
class | instances | area, sq um
well taps | 607 | 759.5
multi-input cells | 1500 | 10930
repair buffers | 442 | 4187
diodes | 12 | 30.03
fillers | 4957 | 30150
inverters | 134 | 503.0
[cell usage in the layout (no fill, tap or decap), types with 6 or more instances in the layout]
| cell | instances |
|---|---|
| a211o_1 | 38 |
| nand2_1 | 120 |
| nand3_1 | 30 |
| clkdlybuf4s50_1 | 348 |
| a31oi_1 | 23 |
| a211oi_1 | 38 |
| diode_2 | 12 |
| o31ai_1 | 8 |
| o22ai_1 | 50 |
| a221o_1 | 10 |
| o21ai_0 | 90 |
| o221ai_1 | 20 |
| inv_1 | 128 |
| or4_1 | 9 |
| nor3_1 | 49 |
| o21ai_1 | 10 |
| a32o_1 | 30 |
| o311ai_0 | 6 |
| mux2i_1 | 158 |
| and2_1 | 10 |
| o21a_1 | 25 |
| xnor2_1 | 59 |
| o211ai_1 | 29 |
| nor2_1 | 162 |
| nor4_1 | 10 |
| xor2_1 | 17 |
| nand2b_1 | 11 |
| a21oi_1 | 121 |
| and3_1 | 8 |
| nor2b_1 | 8 |
| a21o_1 | 13 |
| o32ai_1 | 14 |
| or3_1 | 34 |
| o211a_1 | 6 |
| a221oi_1 | 16 |
| mux2_2 | 22 |
| buf_4 | 93 |
| ha_1 | 130 |
| a22oi_1 | 11 |
[per-layer routing]
| layer | wire [um] | GRT usage, % |
|---|---|---|
| met2 | 41660 | 49.86 |
| met3 | 8249 | 5.880 |
| met4 | 3400 | 10.29 |
| met5 | 53 | 0 |
| met1 | 39370 | 42.44 |
[report_power, final]
group	internal, uW	switching [uW]	total [uW]
combinational	171	251	423
clock	0.0000569	0	0.0000569
sequential	0	0	0
Power figures rest on the tool's default switching activity, not on a simulated workload.
