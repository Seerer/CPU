$ cat /design/flow/run.sh
#!/bin/bash
# OpenROAD 26Q1-2900-gdf79404cd8, Yosys 0.63+post, stock flow scripts
make -C /OpenROAD-flow-scripts/flow DESIGN_CONFIG=/design/flow/config.mk WORK_HOME=/design/flow/orfs finish
$ cat /design/flow/config.mk
export PLATFORM = sky130hd
export DESIGN_NAME = Decode
export DESIGN_NICKNAME = Decode
export VERILOG_FILES = /design/flow/design.v
export SDC_FILE = /design/flow/constraint.sdc
export NUM_CORES = 4
export LEC_CHECK = 1
export CORE_UTILIZATION = 40
$ cat /design/flow/constraint.sdc
current_design Decode

set clk_period 4.5
set clk_io_pct 0.2

create_clock -name clk0 -period $clk_period

set non_clock_inputs [all_inputs -no_clocks]
set_input_delay [expr $clk_period * $clk_io_pct] -clock clk0 $non_clock_inputs
set_output_delay [expr $clk_period * $clk_io_pct] -clock clk0 [all_outputs]
$ cat /design/flow/design.v
module Decode(   
	MemtoReg, RegWrite, MemWrite, MemRead,ALUCode,ALUSrcA,ALUSrcB,Jump,JALR,SB_type,Imm,offset,
   Instruction,funct3);
	input [31:0]	Instruction;	 
	output		   MemtoReg;		 
	output		   RegWrite;		 
	output		   MemWrite;		 
	output         MemRead;
	output [3:0]   ALUCode;          
	output      	ALUSrcA;
	output [1:0]   ALUSrcB;
	output         Jump;
	output         JALR;
   output         SB_type;
   output [2:0]   funct3;
	output reg [31:0] Imm,offset;
	parameter  R_type_op=   7'b0110011;
	parameter  I_type_op=   7'b0010011;
	parameter  SB_type_op=  7'b1100011;
	parameter  LW_op=       7'b0000011;
	parameter  JALR_op=     7'b1100111;
	parameter  SW_op=       7'b0100011;
	parameter  LUI_op=      7'b0110111;
	parameter  AUIPC_op=    7'b0010111;	
	parameter  JAL_op=      7'b1101111;	
   parameter  ADD_funct3 =     3'b000 ;
   parameter  SUB_funct3 =     3'b000 ;
   parameter  SLL_funct3 =     3'b001 ;
   parameter  SLT_funct3 =     3'b010 ;
   parameter  SLTU_funct3 =    3'b011 ;
   parameter  XOR_funct3 =     3'b100 ;
   parameter  SRL_funct3 =     3'b101 ;
   parameter  SRA_funct3 =     3'b101 ;
   parameter  OR_funct3 =      3'b110 ;
   parameter  AND_funct3 =     3'b111;
   parameter  ADDI_funct3 =     3'b000 ;
   parameter  SLLI_funct3 =     3'b001 ;
   parameter  SLTI_funct3 =     3'b010 ;
   parameter  SLTIU_funct3 =    3'b011 ;
   parameter  XORI_funct3 =     3'b100 ;
   parameter  SRLI_funct3 =     3'b101 ;
   parameter  SRAI_funct3 =     3'b101 ;
   parameter  ORI_funct3 =      3'b101 ;
   parameter  ANDI_funct3 =     3'b111;
   parameter	 alu_add=  4'b0000;
   parameter	 alu_sub=  4'b0001;
   parameter	 alu_lui=  4'b0010;
   parameter	 alu_and=  4'b0011;
   parameter	 alu_xor=  4'b0100;
   parameter	 alu_or =  4'b0101;
   parameter 	 alu_sll=  4'b0110;
   parameter	 alu_srl=  4'b0111;
   parameter	 alu_sra=  4'b1000;
   parameter	 alu_slt=  4'b1001;
   parameter	 alu_sltu= 4'b1010; 
	wire [6:0]		op;
	wire  	 	    funct6_7;
	assign op			= Instruction[6:0];
	assign funct6_7		= Instruction[30];
 	assign funct3		= Instruction[14:12];
   wire R_type, I_type, LW, SW, LUI, AUIPC, JAL;
   assign R_type = (op == R_type_op);
   assign I_type = (op == I_type_op);
   assign SB_type = (op == SB_type_op);
   assign LW = (op == LW_op);
   assign JALR = (op == JALR_op);
   assign SW = (op == SW_op);
   assign LUI = (op == LUI_op);
   assign AUIPC = (op == AUIPC_op);
   assign JAL = (op == JAL_op);
   assign MemtoReg = LW;
   assign MemRead = LW;
   assign MemWrite = SW;
   assign RegWrite = R_type || I_type || LW || JALR || LUI || AUIPC || JAL;
   assign Jump = JALR || JAL;
   assign ALUSrcA = JALR || JAL || AUIPC;
   assign ALUSrcB[1] = JAL || JALR;
   assign ALUSrcB[0] = ~(R_type || JAL || JALR);
   reg [3:0] ALUCode1;
   always@(*) begin
      if(R_type == 1 && I_type == 0 && LUI == 0 && funct3 == 3'o0 && funct6_7 == 0) begin
         ALUCode1 = 4'd0;
      end
      else if(R_type == 1 && I_type == 0 && LUI == 0 && funct3 == 3'o0 && funct6_7 == 1) begin
         ALUCode1 = 4'd1;
      end
      else if(R_type == 1 && I_type == 0 && LUI == 0 && funct3 == 3'o1 && funct6_7 == 0) begin
         ALUCode1 = 4'd6;
      end
      else if(R_type == 1 && I_type == 0 && LUI == 0 && funct3 == 3'o2 && funct6_7 == 0) begin
         ALUCode1 = 4'd9;
      end
      else if(R_type == 1 && I_type == 0 && LUI == 0 && funct3 == 3'o3 && funct6_7 == 0) begin
         ALUCode1 = 4'd10;
      end
      else if(R_type == 1 && I_type == 0 && LUI == 0 && funct3 == 3'o4 && funct6_7 == 0) begin
         ALUCode1 = 4'd4;
      end
      else if(R_type == 1 && I_type == 0 && LUI == 0 && funct3 == 3'o5 && funct6_7 == 0) begin
         ALUCode1 = 4'd7;
      end
      else if(R_type == 1 && I_type == 0 && LUI == 0 && funct3 == 3'o5 && funct6_7 == 1) begin
         ALUCode1 = 4'd8;
      end
      else if(R_type == 1 && I_type == 0 && LUI == 0 && funct3 == 3'o6 && funct6_7 == 0) begin
         ALUCode1 = 4'd5;
      end
      else if(R_type == 1 && I_type == 0 && LUI == 0 && funct3 == 3'o7 && funct6_7 == 0) begin
         ALUCode1 = 4'd3;
      end
      else if(R_type == 0 && I_type == 1 && LUI == 0 && funct3 == 3'o0) begin
         ALUCode1 = 4'd0;
      end
      else if(R_type == 0 && I_type == 1 && LUI == 0 && funct3 == 3'o1) begin
         ALUCode1 = 4'd6;
      end
      else if(R_type == 0 && I_type == 1 && LUI == 0 && funct3 == 3'o2) begin
         ALUCode1 = 4'd9;
      end
      else if(R_type == 0 && I_type == 1 && LUI == 0 && funct3 == 3'o3) begin
         ALUCode1 = 4'd10;
      end
      else if(R_type == 0 && I_type == 1 && LUI == 0 && funct3 == 3'o4) begin
         ALUCode1 = 4'd4;
      end
      else if(R_type == 0 && I_type == 1 && LUI == 0 && funct3 == 3'o5 && funct6_7 == 0) begin
         ALUCode1 = 4'd7;
      end
      else if(R_type == 0 && I_type == 1 && LUI == 0 && funct3 == 3'o5 && funct6_7 == 1) begin
         ALUCode1 = 4'd8;
      end
      else if(R_type == 0 && I_type == 1 && LUI == 0 && funct3 == 3'o6) begin
         ALUCode1 = 4'd5;
      end
      else if(R_type == 0 && I_type == 1 && LUI == 0 && funct3 == 3'o7) begin
         ALUCode1 = 4'd3;
      end
      else if(R_type == 0 && I_type == 0 && LUI == 1) begin
         ALUCode1 = 4'd2;
      end
      else begin
         ALUCode1 = 4'd0;
      end
   end
   assign ALUCode = ALUCode1;
   wire Shift;
   assign Shift = (funct3 == 1) || (funct3 == 5);
   always @(*) begin
      if (I_type) begin
         if (Shift) 
            Imm = {26'd0, Instruction[25:20]};
         else begin
            Imm = {{20{Instruction[31]}}, Instruction[31:20]};
         end
      end
      else if (LW) begin
         Imm = {{20{Instruction[31]}}, Instruction[31:20]};
      end 
      else if (JALR) begin
         offset = {{20{Instruction[31]}}, Instruction[31:20]};
      end
      else if (SW) begin
         Imm = {{20{Instruction[31]}}, Instruction[31:25], Instruction[11:7]};
      end
      else if (JAL) begin
         offset = {{11{Instruction[31]}}, Instruction[31], Instruction[19:12], Instruction[20], Instruction[30:21], 1'b0}; 
      end
      else if(LUI || AUIPC) begin
            Imm = {Instruction[31:12], 12'd0};
      end
      else begin
         if (SB_type) begin
            offset = {{19{Instruction[31]}}, Instruction[31], Instruction[7], Instruction[30:25], Instruction[11:8], 1'b0};
         end
      end
   end 
   initial begin
      offset = 0;
      Imm = 0;
   end
endmodule
==> flow_metrics.tcl <==
# implementation run metrics
set metrics [dict create \
    outcome "complete, no violations" \
    dpl_worst_slack_ns 0.536 \
    min_period_ns 3.96 \
    placed_area_um2 2900 \
    drc 0 \
    routed_wl_mm 5.18 \
    leakagePower_nw 1.18 \
    grtUsageTotal 0.214 \
    gr-total-overflow 0 \
    crit_fanout 26 \
    untimed_endpoints 117 \
    swShare 0.336 \
    ios 113 \
    setup_violations 0 \
    rows 24 \
    flop_cell "dlxtn_1" \
    viasPerCell 5.15 \
    max-cap-violations 0 \
    synth-edff-count 0 \
    fin_area_um2 2900 \
    yosysWarningCount 1 \
    num_vias 1817 \
    dp_hpwl_mm 3.69 \
    synth_area_um2 1850 \
    n_antenna_cell 0 \
    p_switching_uw 61.9 \
    yosysTopAreaCell "dlxtn_1" \
    p_comb_frac 0.805 \
    synthTopCellsByCount "dlxtn_1, inv_1, buf_4" \
    synth-async-reset-ratio 0 \
    grt_max_degree 33 \
    top_area_frac 0.429 \
    cts_resized 0 \
    first_global_vias 1735 \
    unclocked_pins 53 \
    setup_ws_ns 0.540 \
    synth-seq-cells 53 \
    p_int_uw 122 \
    ir_drop_mv 0.0380 \
    synth_cells 212 \
    hold_class "in -> out" \
    cp.required_ns 3.60 \
    hold_viol_final 0 \
    grt_pass1_wl_mm 8.53 \
    synth_cell_types 37 \
    synthToLayoutAreaGrowth_pct 56.4 \
    p_seq_frac 0.195 \
    slew_headroom 0.523 \
    yosys_area_um2 1850 \
    io_buffers 113 \
    crit_path_end_kind "output pin" \
    antenna_found_initial 0 \
    core_um2 4410 \
    holdBufCountCts 0 \
    die_h_um 70.1 \
    drt_iter0_drc 87 \
    wl_per_cell_um 14.7 \
    finalSetupTns_ns 0 \
    worstMarginPinSlew_ns 0.715 \
    max_freq_mhz 253 \
    gp_congestion 0.878 \
    fp_util 0.420 \
    arrival_ns 3.06 \
    most_common_cell "dlxtn_1" \
    crit_type "in -> out" \
    pwr-share-clk 0 \
    die_area_um2 4910 \
    topCellsByArea "dlxtn_1, o32ai_1, buf_4" \
    start_kind "primary input" \
    p_total_uw 184 \
    dieWidth_um 70.1 \
    rsz0062_at_grt "no" \
    layout-drive-gt1-share 0.0963 \
    yosys-stat-cells 212 \
    power.density_nw_per_um2 63.4 \
    warnings 33 \
    post_cts_buffers 0 \
    slew_violations 0 \
    syn_avg_cell_area_um2 8.75 \
    ant_nets 0 \
    finalClockPeriodUsage 0.880 \
    first_pass_iters 4 \
]
metrics by stage:
stage / utilization / hold slack [ns] / std cells
3_5_place_dp: 0.657 / 2.78 / 353
5_1_grt: 0.657 / 2.79 / 353
2_1_floorplan: - / 1.83 / 212
6_report: 0.657 / 2.77 / 353
3_3_place_gp: 0.657 / 2.78 / 353
4_1_cts: 0.657 / 2.78 / 353
worst max-delay path, stage by stage:
cell and delay [ns]:
clkdlybuf4s50_1 0.49, nand4bb_4 0.29, or2_1 0.42, buf_4 0.31, nor3_1 0.15, clkdlybuf4s50_1 0.49
power by group through the flow:
stage     clock [mW]  combinational, mW  sequential (mW)
4_1_cts            0              0.149           0.0361
5_1_grt            0              0.161           0.0386
6_report           0              0.148           0.0359
final cells by class:
type	instances	area (um2)
Fill cell	382	1510
Timing Repair Buffer	120	1180
Sequential cell	53	796
Multi-Input combinational cell	105	769
Inverter	23	86.3
Tap cell	52	65.1
sequential cells by signal (all words and copies together) (netlist names):
signal and flops:
offset 21, Imm 32
metal layers:
| layer | up-vias | track usage | part of all wire |
|---|---|---|---|
| met2 | 71 | 0.340 | 0.47 |
| met1 | 833 | 0.336 | 0.47 |
| li1 | 911 | - | - |
| met4 | 0 | 0.0222 | 0.0029 |
| met5 | - | 0 | 0 |
| met3 | 2 | 0.0219 | 0.062 |
cells in the final DEF (no fill, tap or decap), types with 2 or more instances in the layout:
cell type,count
nand3_1,8
nand4_1,2
o21ai_0,4
inv_1,23
a31oi_1,2
a21oi_1,7
o32ai_1,16
nand2_1,10
clkdlybuf4s50_1,113
o32ai_2,4
dlxtn_1,53
mux2_2,5
a211oi_1,2
a31o_2,8
nand2b_1,3
and2_1,2
nor2_1,4
buf_4,7
nor3_1,11
cells by family (layout without fill, tap and decap cells):
| kind of cell | count (synthesis) | in the layout | share of synthesized area |
|---|---|---|---|
| simple gates | 49 | 49 | 0.151 |
| latches | 53 | 53 | 0.429 |
| buf+inv | 54 | 143 | 0.158 |
| compound gates | 51 | 51 | 0.231 |
| mux | 5 | 5 | 0.0304 |
final timing paths:
path | from | to | slack [ns] | cells past startpoint
setup / recovery | Instruction[2] | MemWrite | 0.54 | 6
hold / removal | Instruction[14] | funct3[2] | 2.77 | 2
No activity file was given, so power comes from the tool's default toggle rates.
