### design/flow/design.v
module RGBRegisters(clk, WriteRegister, WriteData, RegWrite, ReadRegister1, ReadRegister2, ReadData1, ReadData2);
	input RegWrite, clk; 
	input [31:0] WriteData;
	input [4:0] WriteRegister, ReadRegister1, ReadRegister2;
	output [31:0] ReadData1, ReadData2;
	reg [31:0]regs [31:0];
	assign ReadData1 = (ReadRegister1 == 5'b0) ? 32'b0 : regs[ReadRegister1];
	assign ReadData2 = (ReadRegister2 == 5'b0) ? 32'b0 : regs[ReadRegister2];
	always @(posedge clk) if(RegWrite) regs[WriteRegister] <= WriteData;
endmodule
module Registers(clk, rs1Addr, rs2Addr, WriteAddr, RegWrite, WriteData, rs1Data, rs2Data);
	input clk , RegWrite;
	input [4:0] WriteAddr, rs1Addr, rs2Addr;
	input [31:0] WriteData; 
	output [31:0] rs1Data, rs2Data;
	wire rs1Sel, rs2Sel;
	wire [31:0] interdata1, interdata2;
	assign rs1Sel = RegWrite && (WriteAddr != 0) && (WriteAddr == rs1Addr);
	assign rs2Sel = RegWrite && (WriteAddr != 0) && (WriteAddr == rs2Addr);
	RGBRegisters rgb1(.clk(clk), .WriteRegister(WriteAddr), .WriteData(WriteData), .RegWrite(RegWrite), 
				.ReadRegister1(rs1Addr), .ReadRegister2(rs2Addr), .ReadData1(interdata1), .ReadData2(interdata2));
	mux2_1 #(.in_width(31), .out_width(31)) mux1(rs1Sel, interdata1, WriteData, rs1Data);
	mux2_1 #(.in_width(31), .out_width(31)) mux2(rs2Sel, interdata2, WriteData, rs2Data);
endmodule
module mux2_1 (sel, in1, in2, co);
	parameter in_width = 3;
	parameter out_width = 3;
	input sel;
	input [in_width:0] in1, in2;
	output [out_width:0] co;
	assign co = sel?in2:in1;
endmodule
### design/flow/config.mk
export PLATFORM = sky130hd
export DESIGN_NAME = Registers
export DESIGN_NICKNAME = Registers
export VERILOG_FILES = /design/flow/design.v
export SDC_FILE = /design/flow/constraint.sdc
export NUM_CORES = 4
export LEC_CHECK = 1
export CORE_UTILIZATION = 50
### design/flow/constraint.sdc
current_design Registers

set clk_period 14.8
set clk_io_pct 0.2

create_clock -name clk0 -period $clk_period [get_ports {clk}]

set non_clock_inputs [all_inputs -no_clocks]
set_input_delay [expr $clk_period * $clk_io_pct] -clock clk0 $non_clock_inputs
set_output_delay [expr $clk_period * $clk_io_pct] -clock clk0 [all_outputs]
### design/flow/run.sh
#!/bin/bash
# OpenROAD 26Q1-2900-gdf79404cd8, Yosys 0.63+post, stock flow scripts
make -C /OpenROAD-flow-scripts/flow DESIGN_CONFIG=/design/flow/config.mk WORK_HOME=/design/flow/orfs finish
==> reports/results.tsv <==
stage	metric	value	unit
run_status	run status	completed	
setup_path	Worst setup SP type	input pin	
drt	DR vias/cell	7.035	
sta	Hold Vio Cnt, Final	0	
setup_path	arrival time of the worst setup path	7360	ps
sta	WHS	3098	ps
setup_path	slowest CP cell	and2_2	
finish	Largest regs	rgb1.regs x1024	
finish	Layout area overhead	13.53	%
sta	maximum clock rate	96.89	MHz
setup_path	Buf/Inv on CP	5	
power_and_ir_drop	leakage	0.01811	uW
die	Core ar.	95150	sq um
finish	Fillers	6846	
sta	Rel. slew slack	24.84	%
logic_synthesis	Synth Area per Inst	17.94	sq um
sta	fin crit period	10320	ps
logic_synthesis	Yosys Chip Area	48170	sq um
clock_tree	post_cts resized	0	
setup_path	CP Capture Type	output port	
drt	Residual DRC	0	
hold_path	worst hold start	WriteData[23]	
global_route	Congestion Overflow GR	0	
power_and_ir_drop	internal power	5077	uW
die	FP Core Util	50.63	%
logic_synthesis	Post-synth EDFFs	1024	
global_route	GRT Util Overall	38.29	%
drt	Iter 0 DRT Violations	2276	
setup_path	Worst path top cell family by delay	buffers and inverters	
logic_synthesis	adder-cell area share of the yosys netlist	0	%
clock_tree	CTS Buffer Depth	3	
logic_synthesis	Dominant cell area share	63.83	%
hold_path	Hold/Removal Path Class	input pin to flip-flop	
clock_tree	CTS Buf Count	108	
placed_design	port bufs	112	
logic_synthesis	XORs/XNORs by Area	0.1818	%
logic_synthesis	mapped cell area	48170	sq um
power_and_ir_drop	Comb power frac	9.8	%
logic_synthesis	Flops after synth	1024	
finish	sequential cell area	30750	sq um
finish	layout cells sized above 1	25.40	%
logic_synthesis	Synth warnings	1	
logic_synthesis	Top FF cell, synth	edfxtp_1	
drt	WL final	164.2	mm
finish	Most flops, register	rgb1.regs	
logic_synthesis	MUX share of area	24.64	%
power_and_ir_drop	Clock power frac	41.2	%
clock_tree	Clock Sinks	1024	
clock_tree	CTS tree	done	
global_route	largest net degree at the start of global routing	80	
logic_synthesis	largest area contributor in the netlist	edfxtp_1	
logic_synthesis	Logic family by area	multiplexers	
hold_path	worst hold stages	2	
logic_synthesis	register area share after synthesis	63.83	%
setup_path	CP Max Fanout	31	
hold_path	Min-Delay Endpoint	rgb1.regs[9][23]	
power_and_ir_drop	Switching Fraction	23.19	%
finish	logic area	16620	sq um
logic_synthesis	Post-synth ARST share	0	%
sta	fin. max-slew vios	0	
clock_tree	CTS Hold Buffers Added	0	
run	number of OpenROAD warnings	26	
setup_path	Worst path most repeated cell	buf_4	
placed_design	post-placement cell area	51150	sq um
clock_tree	CTS H-Tree Depth	3	
placed_design	RePlAce Congestion	0.9572	
logic_synthesis	Syn Inst Count	2686	
power_and_ir_drop	Pwr Density	120.8	nW/um^2
power_and_ir_drop	Tot Pwr	6609	uW
sta	Worst Tran Pin Value	1127	ps
placed_design	placed insts	3971	
logic_synthesis	yosys simple share	1.938	%
die	IO Count	113	
sta	Setup TNS Final	0	ps
sta	Final setup viols	0	
finish	Commonest Layout Cell	edfxtp_1	
global_route	initial antenna violation count	5	
placed_design	DPL Wire Length	96.31	mm
clock_tree	postcts setup bufs	0	
drt	ant diodes	0	
sta	Tcrit/Tclk final	69.73	%
global_route	first-pass GRT wire length	233.4	mm
finish	non-filler cells in the finished layout	4171	
setup_path	worst path cell trace	buf_8, buf_4, buf_4, and2_2, buf_4, a22o_1, a21oi_1, a221o_1, a22o_1, clkdlybuf4s50_1	
logic_synthesis	Yosys cell types	38	
drt	DRT antenna net count	0	
sta	RSZ-0062 raised after global routing	no	
die	Chip Height	312.4	microns
drt	DR vias	29340	
logic_synthesis	yosys cell count	2686	
setup_path	largest stage delay on the critical path	810	ps
finish	Top cells excl fill/tap	1024 x edfxtp_1, 403 x mux2i_1, 320 x mux4_2, 137 x buf_4, 111 x a22oi_1	
die	die area	97590	sq um
setup_path	critical path type	input pin to output port	
logic_synthesis	yosys aoi share	7.025	%
drt	DRT Pass-1 Iters	5	
global_route	vias in the first global route	32470	
power_and_ir_drop	maximum vdd ir drop	0.09394	mV
run	max cap viols	0	
finish	final instance area	54690	sq um
clock_tree	Worst-path clk slew	60	ps
setup_path	Data required, critical path	11840	ps
finish	max reg flops	1024	
logic_synthesis	top cells by area	edfxtp_1 64%, mux4_2 15%, mux2i_1 8.4%, a22oi_1 1.7%, mux2_2 1.3%	
drt	WL per Instance	39.37	microns
die	Rows	113	
power_and_ir_drop	Sw Pwr	1532	uW
power_and_ir_drop	share of power burned in registers	49.1	%
clock_tree	root buffer cell	clkbuf_16	
die	Die X-Extent	312.4	microns
[worst max path at each step]
stage | end | from | slack, ps | cells after the start
5_1_grt | rs1Data[31] | rs1Addr[0] | 4310 | 10
6_report | rs1Data[31] | rs1Addr[0] | 4480 | 10
4_1_cts | rs2Data[25] | rs2Addr[0] | 4520 | 9
[metal layers]
metal	share of wire, %	wire, microns	up-vias	track usage, %
met5	0.28	465	-	3.433
met2	44	72770	2622	51.83
met3	21	34710	469	34.30
met1	29	48150	14520	44.19
met4	5.0	8130	20	13.64
li1	-	-	11710	-
[cells by family after synthesis]
logic type             after synthesis
XOR/XNOR                            10
AND/OR/NAND/NOR                    199
flip-flops                        1024
buffers and inverters              231
multiplexers                       779
AND-OR/OR-AND                      443
[metrics by stage]
| step | util, % | setup WS [ps] |
|---|---|---|
| finish | 57.48 | 4480 |
| global route | 57.48 | 4307 |
| CTS | 57.48 | 4517 |
| detailed placement | 53.75 | 4515 |
| global placement | 53.75 | 4539 |
| floorplan | - | 7187 |
[cells in the mapped netlist, types with 37 or more instances]
cell,instances
edfxtp_1,1024
mux2i_1,403
mux4_2,320
a22oi_1,111
clkbuf_1,99
a21oi_1,94
buf_2,87
nand2_1,74
mux2_2,56
o221ai_1,54
a221o_1,47
a22o_1,42
nor2_1,37
[power by group through the flow]
stage	logic [uW]	registers (uW)	clock network, uW
final	647	3240	2720
after global routing	678	3240	2850
after CTS	638	3240	2750
[area by class of cell]
cell class	instances	area share, %
clock buffer	129	5.163
clock inverter	71	1.318
sequential	1024	56.22
inverter	1	0.006863
tap	1265	2.894
multi-input combinational	1431	30.40
timing repair buffer	250	3.999
Power figures rest on the tool's default switching activity, not on a simulated workload.
